`./run.sh`:
```
#!/bin/bash
# OpenROAD 26Q1-2900-gdf79404cd8, Yosys 0.63+post, stock flow scripts
make -C /OpenROAD-flow-scripts/flow DESIGN_CONFIG=/design/flow/config.mk WORK_HOME=/design/flow/orfs finish
```
`./config.mk`:
```
export PLATFORM = sky130hd
export DESIGN_NAME = debounce
export DESIGN_NICKNAME = debounce
export VERILOG_FILES = /design/flow/design.v
export SDC_FILE = /design/flow/constraint.sdc
export NUM_CORES = 4
export LEC_CHECK = 1
export CORE_AREA = 10 10 98 98
export DIE_AREA = 0 0 108 108
```
`./constraint.sdc`:
```
current_design debounce

set clk_period 5.0
set clk_io_pct 0.2

create_clock -name clk0 -period $clk_period [get_ports {clk}]

set non_clock_inputs [all_inputs -no_clocks]
set_input_delay [expr $clk_period * $clk_io_pct] -clock clk0 $non_clock_inputs
set_output_delay [expr $clk_period * $clk_io_pct] -clock clk0 [all_outputs]
```
`./design.v`:
```
`timescale 1ns / 1ps
module DBstatemachine(reset, clk, sw, m_tick, out);
    input           clk, reset;
    input           sw, m_tick;
    output          out;
    reg     [2:0]   state, next_state;
    reg             out, next_out;
    parameter       ZERO = 3'b000, Wait1_1 = 3'b001, 
                    Wait1_2 = 3'b010, Wait1_3 = 3'b011,
                    ONE = 3'b100, Wait0_1 = 3'b101,
                    Wait0_2 = 3'b110, Wait0_3 = 3'b111;  
always @ (*)
    begin 
        case (state)
           ZERO:    {next_state, next_out} = (sw) ? {Wait1_1,1'b0} 
                                                  : {ZERO,1'b0};
           Wait1_1: {next_state, next_out} = (sw) ? (m_tick? {Wait1_2,1'b0} 
                                                  : {Wait1_1,1'b0}) 
                                                  : {ZERO,1'b0};
           Wait1_2: {next_state, next_out} = (sw) ? (m_tick? {Wait1_3,1'b0} 
                                                  : {Wait1_2,1'b0}) 
                                                  : {ZERO,1'b0};
           Wait1_3: {next_state, next_out} = (sw) ? (m_tick? {ONE,1'b1}     
                                                  : {Wait1_3,1'b0}) 
                                                  : {ZERO,1'b0}; 
           ONE    : {next_state, next_out} = (sw) ? {ONE, 1'b1} 
                                                  : {Wait0_1, 1'b1};
           Wait0_1: {next_state, next_out} = (sw) ? {ONE, 1'b1} 
                                                  : (m_tick? {Wait0_2,1'b1} 
                                                  : {Wait0_1,1'b1});
           Wait0_2: {next_state, next_out} = (sw) ? {ONE, 1'b1}
                                                  : (m_tick? {Wait0_3,1'b1} 
                                                  : {Wait0_2,1'b1});
           Wait0_3: {next_state, next_out} = (sw) ? {ONE, 1'b1} 
                                                  : (m_tick? {ZERO,1'b0}    
                                                  : {Wait0_3,1'b1});
           default: {next_state, next_out} = {ZERO, 1'b0};
        endcase
    end 
always @ (posedge reset, posedge clk) 
    if (reset) begin
        state <= 3'b000;
        out <= 1'b0;
        end
    else begin
        state <= next_state;
        out <= next_out;
        end
endmodule
`timescale 1ns / 1ps
module debounce (reset, clk, button_in, db_signal);
    input               reset, clk, button_in;
    output              db_signal;
    wire                tick;
    pulsegeneration 
        pulse           (.reset(reset), .clk(clk), .tick(tick));
    DBstatemachine
        statemachine    (.reset(reset), .clk(clk), .sw(button_in), 
                         .m_tick(tick), .out(db_signal));
endmodule
`timescale 1ns / 1ps
module pulsegeneration(reset, clk, tick);
    input               clk, reset;
    output              tick;
    reg       [19:0]    count, n_count;
    always @(posedge clk, posedge reset)
        if (reset) 
            count <= 0;
        else 
            count <= n_count;
    always @ (*)
        if(tick)
            n_count = 20'b0;
        else
            n_count = count + 1'b1;
    assign tick = (count == 20'd999_999);
endmodule
```
==> Changelog: implementation <==
### Changed

* Fillers at 814
* Initial DRC count at 21
* Area reported by Yosys stat at 1400 um^2
* Post-synth top cells: dfrtp_1, nand2_1, nor2_1
* Status: finished, final reports clean
* Number of setup buffers added after CTS at 0
* Slowest cell delay on critical path at 0.46 ns
* Die W at 108 um
* Syn Area/Cell at 10.9 um^2
* Worst Tran Pin Value at 0.523 ns
* Crit start category: flip-flop
* Pin count of the biggest net entering global routing at 30
* Pwr per Cell Area at 277 nW/um^2
* Fmax at 488 MHz
* Die area at 11,700 um^2
* IO Count at 4
* OpenROAD warning count at 25
* Clk buf depth at 2
* CTS hold repair buffers at 0
* Top-area cell share at 49.9%
* Clock Root Buffer: clkbuf_8
* Vias in the first global route at 943
* Final hold violations at 0
* Final core occ at 21.3%
* Row count at 32
* Routed WL at 2.35 mm
* Clk ins delay skew pair at 0.28 ns
* Ant. Diodes at 0
* Core Region at 7650 um^2
* Resize count post-CTS at 0
* Layout cells sized above 1 at 10.9%
* Critical-path maximum fanout at 1
* Async set-reset flop share out of synthesis at 100%
* Leakage power at 0.679 nW
* Vias at 938
* Dpl cells at 231
* CP bufs+invs at 1
* Global-route wire length before repair at 4.46 mm
* Flop2flop setup slack at 3.22 ns
* Remaining global-route overflow at 0
* Synth top cell by count: dfrtp_1
* Post-route ant nets at 0
* Final setup vio count at 0
* Synth area leader: dfrtp_1
* Register Area at 727 um^2
* Critical Path AT at 1.05 ns
* Post-synth EDFFs at 0
* VDD IR max at 68.7 uV
* GRT Util Overall at 4.34%
* Initial antenna violation count at 0
* Worst setup EP type: output pin
* Biggest area cells: dfrtp_1, xor2_1, xnor2_1
* Slowest cell on the critical path: clkdlybuf4s50_1
* Fin. max-slew vios at 0
* RSZ-0062 raised after global routing: false
* Routed vias/inst at 3.92
* Hold Path Class: flip-flop to flip-flop
* Mapped Cells at 129
* Routability cong. at 0.797
* Final period utilization at 41.0%
* Residual DRC count at 0
* Sequential-to-total area share from yosys stat at 51.8%
* Iteration count of the initial detailed-routing pass at 3
* Setup CP Type: flip-flop to output pin
* Final min period at 2.05 ns
* Cell-by-cell trace of the critical path: clkdlybuf4s50_1
* Number of port buffers at 3
* Wirelength per Cell at 9.85 um
* WP data required at 4.00 ns
* Layout area overhead at 16.2%
* Post-DP HPWL at 1.64 mm
* Slew HR at 64.9%
* Power, Total at 0.453 mW
* Syn Std Cell Area at 1400 um^2
* Setup_tns at 0 ns
* Max cap viols at 0
* Synth cell types at 41
* Num CTS Buffers at 5
* Synth Warn # at 2
* CTS H-tree lvls at 2
* Num Clock Sinks at 29
* # Cells Yosys at 129
* Final non-filler cell total at 239
* Clock tree from TritonCTS: yes
* Ys flop type: dfrtp_1
* Starting density of the core at 18.4%
* Chip height at 108 um
* Synthesized registers at 29
* Logic area at 642 um^2
* Setup Skew at 0.0103 ns
* CTS clk-pin slew, worst paths at 0.06 ns
* Critical path's top delay family: buffers and inverters
-- metal layers --
layer  routed length [um]  track usage, %
met3                   45           0.482
met1                 1240            6.74
met5                    0               0
met2                  996            6.25
met4                   76            1.15
-- state kept, by name, indices dropped and copies added (netlist names) --
register and count:
pulse.count 20, statemachine.out 1, statemachine.state 8
-- layout by cell type, fill, tap and decap left out, drive strengths merged, types with 3 or more instances in the layout --
cell            n
a21oi           5
and2            3
and3            3
and4            4
clkbuf          8
clkdlybuf4s50   3
dfrtp          28
mux2i           4
nand2          13
nand2b          3
nand3           9
nand4           3
nor2            8
nor4            3
o21ai           3
o31ai           3
or4             3
xnor2           6
xor2            7
-- power by group --
part           switching (mW)  leakage (nW)  internal [mW]  total [mW]
Sequential            0.00222         0.389          0.241       0.243
Combinational         0.00881         0.245        0.00762      0.0164
Clock                  0.0814        0.0455          0.112       0.193
-- stage by stage --
stage	area, um^2	hold slack, ns	setup WS [ns]
after global routing	1630	0.492	2.91
after CTS	1630	0.457	2.93
final	1630	0.451	2.95
after detailed placement	1540	0.443	2.92
after floorplan	1400	0.424	3.40
after global placement	1540	0.443	2.93
-- cell families after synthesis --
kind of cell,after synthesis,share of synthesized area [%]
flip-flops,29,51.8
AND/OR/NAND/NOR,61,27.2
multiplexers,4,2.85
XOR/XNOR,13,8.11
AND-OR/OR-AND,15,6.69
buffers and inverters,6,2.50
adder cells (fa/ha/maj),1,0.891
-- worst paths after layout --
path,startpoint,endpoint,depth (start not counted)
min in group asynchronous,reset,pulse.count[11],3
hold / removal,pulse.count[0],pulse.count[0],1
setup / recovery,statemachine.out,db_signal,1
setup reg to reg,pulse.count[2],statemachine.state[2],4
max in group asynchronous,reset,statemachine.state[0],3
hold reg to reg,pulse.count[0],pulse.count[0],1
-- cell type report --
class	count	area share (%)
clock buffer	8	5.52
inverter	2	0.460
sequential	29	44.6
timing repair buffer	4	2.30
multi-input combinational	94	39.3
tap	102	7.82
Power is estimated from default activity; no workload was simulated.
