File: flow/config.mk
export PLATFORM = sky130hd
export DESIGN_NAME = pong_graph_animate
export DESIGN_NICKNAME = pong_graph_animate
export VERILOG_FILES = /design/flow/design.v
export SDC_FILE = /design/flow/constraint.sdc
export NUM_CORES = 4
export LEC_CHECK = 1
export CORE_UTILIZATION = 50
File: flow/constraint.sdc
current_design pong_graph_animate

set clk_period 6.4
set clk_io_pct 0.2

create_clock -name clk0 -period $clk_period [get_ports {clk}]

set non_clock_inputs [all_inputs -no_clocks]
set_input_delay [expr $clk_period * $clk_io_pct] -clock clk0 $non_clock_inputs
set_output_delay [expr $clk_period * $clk_io_pct] -clock clk0 [all_outputs]
File: flow/design.v
`timescale 1ns / 1ps
module pong_graph_animate(clk, rst, btn, video_on, pixel_x, pixel_y, graph_rgb);
    input                clk, rst;
    input        [1:0]   btn;
    input                video_on;
    input        [9:0]   pixel_x, pixel_y;
    output reg  [11:0]   graph_rgb;
    localparam  MAX_X = 640;
    localparam  MAX_Y = 480;
    wire         wall_on, paddle_on, sq_ball_on, rd_ball_on;
    wire  [11:0] wall_rgb, paddle_rgb, ball_rgb;
    wire   [9:0] paddle_y_t, paddle_y_b;
    reg    [9:0] paddle_y_reg, paddle_y_next;
    reg    [9:0] ball_x_reg, ball_y_reg;
    wire   [9:0] ball_x_next, ball_y_next;
    reg    [9:0] x_delta_reg, x_delta_next;
    reg    [9:0] y_delta_reg, y_delta_next;
    wire         refr_tick;
    always @(posedge clk, posedge rst)
        if (rst)
            begin
                paddle_y_reg <= 10'd204;
                ball_x_reg <= 0;
                ball_y_reg <= 0;
                x_delta_reg <= 10'h2;
                y_delta_reg <= 10'h2;
            end
         else 
            begin
                paddle_y_reg <= paddle_y_next;
                ball_x_reg <= ball_x_next;
                ball_y_reg <= ball_y_next;
                x_delta_reg <= x_delta_next;
                y_delta_reg <= y_delta_next;
            end
    assign refr_tick = (pixel_y == 481) && (pixel_x == 0);
    localparam WALL_X_L = 32;
    localparam WALL_X_R = 35;
    assign wall_on = (WALL_X_L <= pixel_x) && (pixel_x <= WALL_X_R);
    assign wall_rgb = 12'h00f;  
    localparam PADDLE_X_L = 600;
    localparam PADDLE_X_R = 603;
    localparam PADDLE_Y_SIZE = 72;
    localparam PADDLE_Y_T = MAX_Y/2 - PADDLE_Y_SIZE/2;  
    localparam PADDLE_Y_B = PADDLE_Y_T + PADDLE_Y_SIZE - 1;  
    localparam  PADDLE_V = 2;  
    assign paddle_y_t = paddle_y_reg;
    assign paddle_y_b = paddle_y_t + PADDLE_Y_SIZE - 1;
    assign paddle_on = (PADDLE_X_L <= pixel_x) && (pixel_x <= PADDLE_X_R) &&
                       (paddle_y_t <= pixel_y) && (pixel_y <= paddle_y_b);
    always @*
    begin 
        paddle_y_next = paddle_y_reg;
        if (refr_tick)
            if (btn[1] & (paddle_y_b < (MAX_Y -1 - PADDLE_V)))
                paddle_y_next = paddle_y_reg + PADDLE_V;  
            else if (btn[0] & (paddle_y_t > PADDLE_V))
                paddle_y_next = paddle_y_reg - PADDLE_V;  
    end
    assign paddle_rgb = 12'h0f0;    
    localparam BALL_SIZE = 8;
    wire [9:0]  ball_x_l, ball_x_r;  
    wire [9:0]  ball_y_t, ball_y_b;
    localparam BALL_V_P = 1;   
    localparam BALL_V_N = -1;  
    wire [2:0]  rom_addr, rom_col;
    wire        rom_bit;
    reg  [7:0]  rom_data;
    always @*
        case(rom_addr) 
            3'h0: rom_data = 8'b00111100;
            3'h1: rom_data = 8'b01111110;
            3'h2: rom_data = 8'b11111111;
            3'h3: rom_data = 8'b11111111;
            3'h4: rom_data = 8'b11111111;
            3'h5: rom_data = 8'b11111111;
            3'h6: rom_data = 8'b01111110;
            3'h7: rom_data = 8'b00111100;
        endcase
    assign ball_x_l = ball_x_reg;
    assign ball_y_t = ball_y_reg;
    assign ball_x_r = ball_x_l + BALL_SIZE - 1;
    assign ball_y_b = ball_y_t + BALL_SIZE - 1;
    assign rom_addr = pixel_y[2:0] - ball_y_t[2:0];
    assign rom_col = pixel_x[2:0] - ball_x_l[2:0];
    assign rom_bit = rom_data[rom_col];
    assign rd_ball_on = sq_ball_on & rom_bit;
    assign sq_ball_on = (ball_x_l <= pixel_x) && (pixel_x <= ball_x_r) &&
                        (ball_y_t <= pixel_y) && (pixel_y <= ball_y_b);
    assign ball_rgb = 12'hf00;   
    assign ball_x_next = (refr_tick) ? ball_x_reg + x_delta_reg : ball_x_reg;
    assign ball_y_next = (refr_tick) ? ball_y_reg + y_delta_reg : ball_y_reg;
    always @*
    begin
        x_delta_next = x_delta_reg;
        y_delta_next = y_delta_reg;
        if (ball_y_t < 1)  
            y_delta_next = BALL_V_P;
        else if (ball_y_b > (MAX_Y - 1))  
            y_delta_next = BALL_V_N;
        else if (ball_x_l <= WALL_X_R)   
            x_delta_next = BALL_V_P;     
        else if ((PADDLE_X_L <= ball_x_r) && (ball_x_r <= PADDLE_X_R) &&
                 (paddle_y_t <= ball_y_b) && (ball_y_t <= paddle_y_b))
            x_delta_next = BALL_V_N;
    end
    always @*
        if (~video_on)
            graph_rgb = 12'h0;
        else 
            if (wall_on)
                graph_rgb = wall_rgb;
            else if (paddle_on)
                graph_rgb = paddle_rgb;
            else if (rd_ball_on)
                graph_rgb = ball_rgb;
            else 
                graph_rgb = 12'haaa;
endmodule
File: flow/run.sh
#!/bin/bash
# OpenROAD 26Q1-2900-gdf79404cd8, Yosys 0.63+post, stock flow scripts
make -C /OpenROAD-flow-scripts/flow DESIGN_CONFIG=/design/flow/config.mk WORK_HOME=/design/flow/orfs finish
==> run summary <==
WHS Path Cells: 1
Cts bufs inserted: 5
Worst Hold Class: flop to flop
Non-filler instance count after layout: 751
I/O Buffers: 36
Highest metal used: met4
CP Max Fanout: 5
Drt total wl: 12200 microns
Clk root buf: clkbuf_8
Mean routed wirelength per cell: 16.2 microns
Count of library flops with an enable pin: 0
Period utilization: 91.9%
Mapped Avg Cell Area: 8.43 sq um
Fill cell count: 920
Mux frac, synth: 0%
Register area share after synthesis: 17.7%
Setup violations, final: 0
Unique cell types: 75
Area Growth Syn to Fin: 10.6%
Htree depth: 2
WP data arrival: 4.60 ns
Core Footprint: 9730 sq um
GRT Util Overall: 25.3%
# resized after CTS: 0
Area share, top type: 24.3%
Vias per cell: 5.80
Overflow left after global routing: 0
Worst path required time: 5.12 ns
Share of layout cells above drive strength 1: 4.69%
Via count: 4353
Maximum root-to-sink buffer count: 2
Fp util: 51.4%
I/O pin count: 37
Syn Inst Count: 593
Die x size: 102 microns
CP Class: primary input to primary output
CTS clk-pin slew, worst paths: 0.08 ns
Max cap viols: 0
Flop2flop setup slack: 2.23 ns
OpenROAD warnings: 35
Global-route wire length before repair: 20000 microns
Setup TNS: 0 ns
Reg2reg start: paddle_y_reg[1]
Post-Synth AOI/OAI Area: 18.8%
WHS Endpoint: y_delta_reg[0]
Antenna-violating nets left: 0
Fin Clk Skew: 0.0111 ns
Placed cells: 743
Most common cell in the netlist: ha_1
Critical Path Start Type: primary input
Hold path start: y_delta_reg[0]
Die Span Y: 102 microns
R2r endpoint: x_delta_reg[1]
Clock sinks: 35
Clk ins delay skew pair: 0.29 ns
ANT cells: 0
Yosys xor share: 9.38%
Vias in the first global route: 3947
PwrDens: 92.3 nW/um^2
Pin count of the biggest net entering global routing: 36
Maximum VDD drop: 0.000195 V
Fin crit period: 5.88 ns
DR WL met2: 5050 microns
Max Slew Vio Count: 0
Initial antenna violation count: 0
CTS Hold Bufs: 0
R2R depth: 13
Routed metal-1 wirelength: 6600 microns
Pleak: 2.59 nW
Final Hold Fails: 0
Met3 wire length: 389 microns
Post-synth top flop: dfrtp_1
Synth top cells by count: ha_1 (97), nand2_1 (48), inv_1 (46), a21oi_1 (33), xor2_1 (30)
Unrepaired setup endpoints after global routing: false
Initial DRC Count: 254
Cell type with the largest total area: ha_1
Max Freq: 170 MHz
Top cells, area: ha_1 (24%), dfrtp_1 (15%), xor2_1 (5.3%)
Top non-seq family: adder cells
Syn Std Cell Area: 5000 sq um
Yosys stat chip area: 5000 sq um
And+or+nand+nor area frac: 21.4%
Status: complete, no violations
Setup Buffers After CTS: 0
FFs w/ async S/R, synth: 100%
TritonCTS clock tree: done
Yosys warning tally: 1
Die Size: 10400 sq um
Yosys adder share: 26.7%
1st-pass router iterations: 4
Row cnt: 36
Worst Max-Slew Pin Slew: 0.777 ns
DP HPWL: 9900 microns
Residual DRC: 0
Cell total in the yosys stat output: 593
Max-slew headroom: 47.8%
Registers, synthesis: 35
GPL Wtd Cong: 0.955
Crit end category: primary output
==> worst max path at each step <==
| stage | slack (ns) | startpoint | endpoint |
|---|---|---|---|
| after CTS | 0.53 | pixel_y[6] | graph_rgb[10] |
| after global routing | 0.19 | ball_y_reg[1] | graph_rgb[8] |
| final | 0.52 | pixel_y[6] | graph_rgb[10] |
==> final cells by class <==
class                   count  area (sq um)  share of cell area [%]
repair buffers             38           375                    6.79
inverters                  47           176                    3.19
clock inverters             3          43.8                   0.792
flip-flops and latches     35           883                    16.0
well taps                 133           166                    3.01
multi-input cells         490          3810                    69.0
clock buffers               5          68.8                    1.24
==> through the flow <==
step	setup WS (ns)	power, W	hold slack [ns]	area [sq um]	utilization [%]
after floorplan	1.79	0.000275	0.439	5000	-
after global placement	0.648	0.000311	0.460	5420	55.7
after detailed placement	0.538	0.000312	0.468	5420	55.7
after CTS	0.530	0.000515	0.488	5530	56.8
after global routing	0.192	0.000534	0.509	5530	56.8
final	0.520	0.000510	0.483	5530	56.8
==> routing by layer <==
metal  vias up  GRT usage [%]
met5         -              0
met4         0           2.97
met3        11           2.16
met2        85           37.5
met1      2028           42.0
li1       2229              -
==> report_power, final <==
part	leakage, nW	switching, W	internal (W)
clock network	0.0581	0.0000857	0.000116
logic	2.08	0.0000442	0.0000430
registers	0.452	0.0000000211	0.000221
total	2.59	0.000130	0.000380
==> cells in the final DEF (no fill, tap or decap), drive strengths merged, types with 14 or more instances in the layout <==
cell           netlist  layout
inv                 47      47
nor2b               14      14
nor2                26      26
ha                  97      97
a21o                16      16
xor2                30      30
o21ai               35      35
xnor2               21      21
nand4               19      19
a21oi               33      33
clkdlybuf4s50        0      36
dfrtp               29      29
nand3               22      22
nand2               48      48
==> kinds of logic (layout without fill, tap and decap cells) <==
logic type	after synthesis	in the layout
simple gates	195	195
compound gates	139	139
fa+ha+maj	104	104
buf+inv	68	93
xor+xnor	52	52
flops	35	35
==> critical path, cell delays in order <==
cell             delay [ns]
clkdlybuf4s50_1        0.58
inv_1                  0.11
ha_1                   0.34
a21oi_1                0.15
a21boi_1               0.07
o311ai_1               0.27
a31oi_1                0.12
or4_1                  0.56
a211oi_1               0.41
and3_1                 0.23
clkdlybuf4s50_1        0.46
Power figures rest on the tool's default switching activity, not on a simulated workload.
